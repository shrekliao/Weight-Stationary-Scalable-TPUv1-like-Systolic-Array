==> design/flow/design.v <==
`timescale 1ns / 1ps
module MAC #(parameter size=4, bit_width=8, bit_width_2=16)(
     clk,
	 rst_n,  
	 acc_out,	
	 data_in,	
	 wt_path_in,
	 data_out,	
	 wt_path_out		
	 );
	input clk;
	input rst_n;  
	input [bit_width-1:0] data_in;   
	input [bit_width-1:0] wt_path_in;    
	output reg [bit_width_2-1:0] acc_out;   
	output reg [bit_width-1:0] data_out;     
	output reg [bit_width-1:0] wt_path_out;		 
	always @(posedge clk or negedge rst_n)begin
		if(!rst_n) begin  
			data_out 	<= 0;
			wt_path_out <= 0;
			acc_out 	<= 0;
		end else begin   
			data_out 	<= data_in;
			wt_path_out <= wt_path_in;
			acc_out     <= acc_out + data_out*wt_path_out;
		end
	end
endmodule
`timescale 1ns / 1ps
module MMU_S #(parameter size=4, bit_width=8, bit_width_2=16, arr_width=32, acc_width=256)  
(
	clk,
	rst_n,
	control,
	data_arr,
	wt_arr,
	acc_out
    );
	input clk;
	input rst_n;
	input control; 
	input [arr_width-1:0] data_arr; 
	input [arr_width-1:0] wt_arr;   
	output reg [acc_width-1:0] acc_out;
	reg [arr_width-1:0] weight_in;  
	always@(posedge clk or negedge rst_n) begin
		if (!rst_n)begin
			weight_in <= 0;
		end else if (control) begin	
			weight_in <= wt_arr;  
		end else begin
			weight_in <= 0;		
		end
	end
	integer x;
	reg [arr_width-1:0] weight_in_d [0:size-1];
	always@(posedge clk or negedge rst_n) begin
		if (!rst_n) begin
			for ( x = 0; x < size; x = x + 1) begin
				weight_in_d[x] <= 0;
			end
		end else begin
			weight_in_d[0] <= weight_in;
			for ( x = 1; x < size; x = x + 1) begin
				weight_in_d[x] <= weight_in_d[x-1] << bit_width;
			end
		end
	end
	integer i, j, k, y;
	reg [bit_width-1:0] w [0:size-1];
	always@(posedge clk or negedge rst_n) begin
		if (!rst_n)begin
			for (i = 0; i < size; i = i + 1) begin
				w[i] <= 0;
			end	
		end else begin	
			for (i = 0; i < size; i = i + 1) begin
				w[i] <= weight_in_d[i][(size*bit_width-1)-:bit_width];
			end	
		end
	end
	localparam delay = size-2;
	reg [bit_width-1:0] w_d [0:size-1][0:delay-1];	
	always@(posedge clk or negedge rst_n) begin
		if (!rst_n) begin
			for ( y = 0; y < size; y = y + 1) begin
				for ( j = 0; j < delay; j = j + 1) begin
					w_d[y][j] <= 0;
				end
			end	
		end else begin	
			for ( y = 0; y < size; y = y + 1) begin
				w_d[y][0] <= w[y];
				for ( j = 1; j < delay; j = j + 1) begin
					w_d[y][j] <= w_d[y][j-1];
				end
			end	
		end
	end
	wire [bit_width-1:0] w_f [0:size-1];
	genvar z;
	generate
		for (z = 0; z < size; z = z + 1) begin : assign_loop
			assign w_f[z] = w_d[z][delay-1];
		end
	endgenerate
	reg [bit_width-1:0] a [0:size-1];
	always@(posedge clk or negedge rst_n) begin
		if (!rst_n)begin
		    for (k = 0; k < size; k = k + 1) begin
				a[k]  <= 0;	
			end	
		end else begin	
		    for (k = 0; k < size; k = k + 1) begin
				a[k]  <= data_arr[k*bit_width+:bit_width];	
			end	
		end
	end
	wire  [bit_width-1:0] a_out [0:size-1][0:size-1] ;
	wire [bit_width-1:0] w_out [0:size-1][0:size-1] ;
	wire [bit_width-1:0] out_pre [0:size-1][0:size-1];
	genvar r, c;
	generate
		for (r = 0; r < size; r = r + 1) begin : mac_r
			for (c = 0; c < size; c = c + 1) begin : mac_c
				if (r == 0 && c == 0) begin
					MAC mac(.clk(clk), .rst_n(rst_n), .acc_out(out_pre[0][0]), .data_in(a[0]), .wt_path_in(w_f[0]), .data_out(a_out[0][0]), .wt_path_out(w_out[0][0]));
				end else if (r == 0) begin
					MAC mac(.clk(clk), .rst_n(rst_n), .acc_out(out_pre[c][0]), .data_in(a[c]), .wt_path_in(w_out[c-1][0]), .data_out(a_out[c][0]), .wt_path_out(w_out[c][0]));
				end else if (c == 0) begin
					MAC mac(.clk(clk), .rst_n(rst_n), .acc_out(out_pre[c][r]), .data_in(a_out[0][r-1]), .wt_path_in(w_f[r]), .data_out(a_out[0][r]), .wt_path_out(w_out[0][r]));
				end else begin
					MAC mac(.clk(clk), .rst_n(rst_n), .acc_out(out_pre[c][r]), .data_in(a_out[c][r-1]), .wt_path_in(w_out[c-1][r]), .data_out(a_out[c][r]), .wt_path_out(w_out[c][r]));
				end
			end
		end
	endgenerate
	integer m, n;
	always@(posedge clk or negedge rst_n) begin
		if (!rst_n)begin
			acc_out <= 0;
		end else begin			
			for(n=0; n<size; n=n+1) begin
				for(m=0; m<size; m=m+1) begin
				acc_out <= {acc_out[acc_width-1:bit_width],out_pre[n][m]};
				end
			end
	   end
	end
endmodule
==> design/flow/run.sh <==
#!/bin/bash
# OpenROAD 26Q1-2900-gdf79404cd8, Yosys 0.63+post, stock flow scripts
make -C /OpenROAD-flow-scripts/flow DESIGN_CONFIG=/design/flow/config.mk WORK_HOME=/design/flow/orfs finish
==> design/flow/config.mk <==
export PLATFORM = sky130hd
export DESIGN_NAME = MMU_S
export DESIGN_NICKNAME = MMU_S
export VERILOG_FILES = /design/flow/design.v
export SDC_FILE = /design/flow/constraint.sdc
export NUM_CORES = 4
export LEC_CHECK = 1
export CORE_AREA = 10 10 183 183
export DIE_AREA = 0 0 193 193
==> design/flow/constraint.sdc <==
current_design MMU_S

set clk_period 3.6
set clk_io_pct 0.2

create_clock -name clk0 -period $clk_period [get_ports {clk}]

set non_clock_inputs [all_inputs -no_clocks]
set_input_delay [expr $clk_period * $clk_io_pct] -clock clk0 $non_clock_inputs
set_output_delay [expr $clk_period * $clk_io_pct] -clock clk0 [all_outputs]
==> design notes <==
The total detailed-routing wirelength is 9.49 mm. The routed layout has 2,741 vias. Endpoints failing hold in the final report were tallied at 0.

Yosys reports that the leading cell type by area covers 56.0% of the netlist area. By instance count, the cell type seen most on the critical path is fa_1. The tools report the remaining routing DRC violations as 0. After synthesis, the chip area reported by Yosys is 6790 um^2. STA lists the maximum fanout along the critical path as 7. The leakage dissipation is 3.81 nW, and the register share after synthesis is 56.0%. For the worst setup path, the data required time is 3.88 ns. The combined global-route utilization of all metal layers came out at 5.11%. In this run the tool buffered the top-level ports with 26 buffer cells. The synthesized netlist cell count is 536. The tools report the finished layout cell area as 7450 um^2. The area overhead of the layout relative to synthesis was 9.75%; the worst hold margin was 0.314 ns. The post-route clock skew is 0.00865 ns.

Entering global routing, the biggest net connects 77 pins. Detailed-route wire length per cell: 9.49 um. The tools report the number of global-route vias before repair as 3,308. Walking the worst path, the cells encountered are nand2_2 -> fa_1 -> inv_1 -> fa_1 -> ha_1 -> inv_1 -> fa_1 -> inv_2 -> fa_2 -> a21o_1 -> a21oi_4 -> xnor3_1 -> xnor3_1. The fraction of layout cells with a size suffix above 1 is 13.0%.

The clock tree synthesis step divided the H-tree into 4 levels. The largest total area in the synthesized netlist belongs to dfrtp_1. For this design the top-level I/O count stands at 323. TritonCTS built the clock tree.

The clock tree has to reach 152 sinks. The initial antenna violation count came out at 0. In the layout the commonest cells are conb_1, dfrtp_1, inv_1.

The routability congestion estimate is 0.801. The site row count is 63. The count of yosys warnings during synthesis is 10.

After synthesis the cells add up to 6790 um^2. The most instantiated logic cell after routing was conb_1. Counting I/O delays and the setup requirement, the final critical path takes 3.63 ns.

Number of storage elements in the synthesis netlist: 152. Global routing finished with a remaining overflow of 0. Critical path class: reg -> reg. The layout report lists the multi-input gate area as 2010 um^2. On the worst setup and hold paths after CTS, the clock-pin slew comes to 0.07 ns. The initial detailed-routing violation count came out at 145. For the post-placement cell area, the log shows 6720 um^2. Measured along the x axis, the die boundary spans 193 um. For the area of all sequential standard cells, the log shows 3810 um^2. The floorplan step defined a die boundary enclosing 37,200 um^2. At the later pin of the worst-skew pair, clock insertion delay measures 0.40 ns. The run gives 29,600 um^2 for the area of the placeable core. CTS placed an instance of clkbuf_16 at the clock tree root. Of the available clock period, the critical path in the final layout requires 101%. Critical path's slowest cell: fa_1. Final-report max-slew violation count: 0. The first global-routing pass estimated 15.4 mm of wire. The run gives 536 for the number of cells in the yosys synthesis report.

The worst setup path is captured at a flip-flop. The largest buffer count on any clock path is 2, and the number of detailed-route iterations in the first pass is 3. The tool flagged a number of max-cap violations equal to 0. Summed over all nets, the half-perimeter wirelength after detailed placement is 7.30 mm.

For the antenna violation net count after detailed routing, the log shows 0. CTS added clock buffers totalling 17. In this run the worst hold path is classified as in -> async.

The number of hold buffers added after CTS was 0. Dividing the detail-routed via count by the number of cells gives 2.74. The run finished, with violations left.

The tool warning count for the run is 75. With the synthesized area per cell at 12.7 um^2, the count of antenna diodes in the layout is 0. The power density relative to cell area was 621 nW/um^2. The transition time recorded at the tightest slew-check pin is 0.650 ns. Setup repair after global routing could not meet its margin everywhere.

For the highest attainable clock frequency, the log shows 0.275 GHz. The logs give 3.91 ns for the worst path arrival time and 56.6% for the worst relative slew slack. The launching element type of the critical path is a flip-flop. The timing report notes that buffer and inverter cells on the critical path total 3.

Gate family responsible for the most delay along the worst path: adder cells. After synthesis, the netlist uses 16 different library cells. The checks that failed: setup timing. Per the layout report, the design carries 3,041 filler cells.

Among all stages on the critical path, the maximum delay recorded is 0.53 ns. Per the OpenROAD floorplan log, the height of the die is 193 um. After synthesis, the cell types taking the most area are dfrtp_1, buf_4, fa_1, ha_1, inv_1. The run gives 0.000379 V for the maximum vdd ir drop. The count of endpoints failing setup in the final report was 1. The floorplan core density was 23.0%; the final critical-path setup slack was -0.0299 ns.
[registers in the layout (all words and copies together), names as in the netlist]
name	flops
a	8
acc_out	8
mac_r.mac_c.genblk1.genblk1.genblk1.mac.acc_out	8
mac_r.mac_c.genblk1.genblk1.genblk1.mac.data_out	24
mac_r.mac_c.genblk1.genblk1.genblk1.mac.wt_path_out	32
mac_r.mac_c.genblk1.genblk1.mac.data_out	8
w	8
w_d	16
weight_in	8
weight_in_d	32
[stage by stage]
stage                     total power [mW]  setup slack [ns]  util (%)  TNS [ns]  std cells
after global routing                  4.94            -0.152      25.2    -0.152       1000
after CTS                             4.71           -0.0804      25.2   -0.0804       1000
after floorplan                       2.67            0.0402         -         0        783
final                                 4.63           -0.0299      25.2   -0.0299       1000
after detailed placement              2.83            -0.227      22.7    -0.227        964
after global placement                2.82            -0.234      22.7    -0.234        964
[power breakdown]
| part | switching (mW) | total [mW] | internal (mW) | leakage, nW |
|---|---|---|---|---|
| Sequential | 0.0642 | 1.95 | 1.88 | 1.89 |
| Clock | 0.801 | 1.75 | 0.952 | 0.300 |
| Combinational | 0.419 | 0.927 | 0.508 | 1.63 |
[Yosys cell counts]
master   instances
xnor2_1          9
xnor3_1          2
a21oi_1          2
buf_4          248
nand2_1         26
nand2_2          1
xnor2_2          1
dfrtp_1        152
conb_1           1
ha_1            17
and2_2           2
xor2_1           4
a21o_1           2
and2_1          15
fa_1            18
inv_1           36
[routing by layer]
layer	track usage [%]	part of all wire [%]	vias to the layer above	wire [um]
met4	0.592	0.72	0	68
met5	0	0	-	0
met3	2.38	8.8	8	836
met2	8.72	49	144	4700
li1	-	-	1249	-
met1	5.98	41	1340	3890
[path summary, 6_finish.rpt]
path | startpoint | cells past startpoint | slack (ns) | endpoint
hold / removal | rst_n | 1 | 0.31 | acc_out[2]
setup / recovery | flip-flop | 13 | -0.03 | flip-flop
min in group clk0 | flip-flop | 0 | 0.34 | flip-flop
setup reg to reg | flip-flop | 13 | -0.03 | flip-flop
max in group asynchronous | rst_n | 2 | 2.34 | asynchronous set/reset pin
hold reg to reg | flip-flop | 0 | 0.34 | flip-flop
[timing repair]
item	CTS	global route
setup buffers	4	0
endpoints found under the setup margin	1	1
pin swaps	13	17
hold endpoints to repair	0	0
gates resized	14	9
[cells by family (layout without fill, tap and decap cells)]
kind of cell | after synthesis | in the layout | share of synthesized area, %
other cells | 1 | 248 | 0.0552
simple gates | 44 | 44 | 3.13
xor+xnor | 16 | 16 | 2.58
compound gates | 4 | 4 | 0.368
flops | 152 | 152 | 56.0
fa+ha+maj | 35 | 35 | 8.44
buf+inv | 284 | 111 | 29.4
[layout make-up]
class	instances	area share, %
clock buffers	17	5.71
clock inverters	15	2.60
inverters	36	1.81
multi-input cells	347	26.9
flip-flops and latches	152	51.1
well taps	390	6.55
repair buffers	43	5.27
Power and IR drop assume default switching activity.
